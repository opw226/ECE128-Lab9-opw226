`flow/config.mk`:
```
export PLATFORM = sky130hd
export DESIGN_NAME = Sequential_Multiplier
export DESIGN_NICKNAME = Sequential_Multiplier
export VERILOG_FILES = /design/flow/design.v
export SDC_FILE = /design/flow/constraint.sdc
export NUM_CORES = 4
export LEC_CHECK = 1
export CORE_UTILIZATION = 30
```
`flow/constraint.sdc`:
```
current_design Sequential_Multiplier

set clk_period 3.2
set clk_io_pct 0.2

create_clock -name clk0 -period $clk_period [get_ports {clk}]

set non_clock_inputs [all_inputs -no_clocks]
set_input_delay [expr $clk_period * $clk_io_pct] -clock clk0 $non_clock_inputs
set_output_delay [expr $clk_period * $clk_io_pct] -clock clk0 [all_outputs]
```
`flow/design.v`:
```
`timescale 1ns / 1ps
module Sequential_Multiplier(
input [3:0]operand_a, input [3:0]operand_b, 
input reset, input clk,
output reg [7:0]product
);
    parameter s0_idle = 0, s1_multiplier = 1, s2_update = 2, s3_done = 3;
    reg [1:0] NS, PS;
    reg [7:0] partial_product;
    reg [2:0] shift_count;
    reg [7:0] multiplicand;
    reg [3:0] operand_bb;
    always@(posedge clk or posedge reset)
    begin
        if (reset == 1)
            PS <= s0_idle;
        else
            PS <= NS;
    end
    always @(posedge clk)
        begin
            case(PS)
                s0_idle: begin
                    partial_product <= 8'b0;
                    multiplicand <= {4'b0, operand_a};
                    operand_bb <= operand_b;
                    shift_count <= 3'b0;
                    NS = s1_multiplier;
                end
                s1_multiplier: begin
                    if(operand_bb[0] == 0 && shift_count < 4) begin
                        partial_product <= partial_product;
                        multiplicand <= multiplicand <<1;
                        operand_bb <= operand_bb >>1;
                        shift_count <= shift_count + 3'b1;
                        end
                    else if ((operand_bb[0] == 1) && (shift_count < 4)) begin
                        partial_product <= partial_product + multiplicand;
                        multiplicand <= multiplicand <<1;
                        operand_bb <= operand_bb >>1;
                        shift_count <= shift_count + 3'b1;
                        end
                    if (shift_count == 4)
                    begin
                        NS = s2_update;
                    end
                    else
                    begin
                        NS = s1_multiplier;
                    end
                 end
                 s2_update: begin
                        NS = s3_done;
                        product <= partial_product;
                 end
                 s3_done: begin
                    NS = s0_idle;
                    end
                 endcase
            end
endmodule
```
`flow/run.sh`:
```
#!/bin/bash
# OpenROAD 26Q1-2900-gdf79404cd8, Yosys 0.63+post, stock flow scripts
make -C /OpenROAD-flow-scripts/flow DESIGN_CONFIG=/design/flow/config.mk WORK_HOME=/design/flow/orfs finish
```
==> run_results.csv <==
group,metric,value,unit
sta,max_slew_margin,45.2,%
worst_setup_path,worst_path_largest_cell_delay,370,ps
sta,fin_crit,1860,ps
sta,worst_pin_slew,819,ps
power,leakagePower,0.000792,uW
worst_setup_path,path_cells,"ha_1 > inv_1 > fa_1 > nor2b_1 > o31ai_1 > a21oi_1 > nor3b_1",
worst_setup_path,worstPathBufferInverterCount,1,
yosys,yosysChipArea,0.00161,mm2
yosys,ys_warn_count,1,
yosys,async_flop_share,5.71,%
routing,dr_total_vias,993,
floorplanning,die_w,75.2,um
floorplanning,dieArea,0.00565,mm2
sta,max_clock_freq,537,MHz
yosys,syn_area_per_cell,12.4,um2
yosys,ys.flop_type,"edfxtp_1",
floorplanning,rows,26,
layout,layout-drive-gt1-share,7.74,%
yosys,yosys-top-cells-count,"edfxtp_1, nand2_1, inv_1",
routing,dr.first_iter.drc_count,22,
worst_setup_path,crit_end,"partial_product[6]",
clocking,cts_htree_levels,2,
run,warnings,26,
clocking,cts_max_path_buffers,2,
yosys,synth_top_cell_by_count,"edfxtp_1",
routing,first_pass_iters,4,
power,powerDensity,507,mW/mm2
sta,setup_tns,0,ps
yosys,synthesis.area,0.00161,mm2
placement,dp.cells,217,
yosys,synth_top_area_share,57.9,%
worst_setup_path,r2r_end,"partial_product[6]",
global_routing,use_met3,3.93,%
placement,port_buffers,17,
yosys,synth_cell_types,31,
global_routing,gr-usage-met1,15.6,%
routing,wl_per_cell,11.3,um
layout,final_area,0.00199,mm2
global_routing,grt_most_used_layer,"met2",
worst_setup_path,cp.depth,7,
worst_setup_path,cp_top_family,"adder cells",
global_routing,met2_usage,16.9,%
global_routing,grt_max_degree,19,
worst_setup_path,path_max_fanout,3,
clocking,cts_hold_buf,0,
yosys,numSynthFlops,35,
yosys,synthCells,130,
placement,dpl.hpwl,1.83,mm
layout,fin_cells,225,
global_routing,grt_antenna_before_repair,0,
run,cap_violations,0,
worst_setup_path,cp.arrival,1870,ps
worst_setup_path,slowest_stage,"fa_1",
yosys,largest_area_cell,"edfxtp_1",
floorplanning,dieHeight,75.2,um
clocking,cts_setup_buffers,0,
worst_setup_path,worst_r2r_path_depth,7,
worst_setup_path,r2r-start,"partial_product[0]",
global_routing,grt_pass1_wl,4.36,mm
clocking,cts.repair.resized,0,
sta,rsz0062_at_grt,"false",
routing,vias_per_cell,4.41,
power,fin_total_pwr,1010,uW
worst_setup_path,critPathLaunch,"partial_product[0]",
clocking,cts_tree,"done",
sta,skew,4.56,ps
sta,slew_viol_final,0,
routing,ant_nets,0,
sta,hold_viol,0,
clocking,clkLatencyLatePin,280,ps
floorplanning,fp_util,31.3,%
routing,drt_wl_total,2.53,mm
sta,setup_viol,0,
layout,area_growth,23.9,%
worst_setup_path,worstPathRequired,3200,ps
global_routing,grt_use_total,10.8,%
clocking,cts-root-buf,"clkbuf_8",
clocking,cts_buffers,5,
floorplanning,core_area,0.00514,mm2
clocking,clk_pin_slew,70,ps
sta,finalCritPeriodShare,58.2,%
worst_setup_path,rrSetupSlack,1340,ps
global_routing,grt-ovfl-total,0,
placement,place_ws,1360,ps
routing,antenna_cells_inserted,0,
yosys,yosys_cells,130,
worst_setup_path,critPathKind,"reg -> reg",
placement,postPlaceCellArea,0.00187,mm2
clocking,clkSinkCount,35,
power,peakVddDrop,249,uV
floorplanning,io_pins,18,
worst_setup_path,cp-end-kind,"flip-flop",
yosys,edf_count,31,
placement,gp_routability_congestion,0.847,
sta,fin_ws,1340,ps
yosys,synth_seq_share,63.6,%
yosys,synthTopCellsByArea,"edfxtp_1, ha_1, nand2_1",
routing,remaining_drc_errors,0,
global_routing,grt_pass1_vias,980,
worst_hold_path,hold_path_class,"reg -> reg",
worst_setup_path,critPathLaunchType,"flip-flop",
outcome,status,"finished clean",
-- registers in the layout (all words and copies together) (netlist names) --
name / count
NS: 2
PS: 2
shift_count: 3
multiplicand: 8
partial_product: 8
product: 8
operand_bb: 4
-- routing by layer --
layer / vias up / wire length (um)
li1: 507 / -
met1: 457 / 1180
met2: 24 / 1200
met3: 5 / 122
met4: 0 / 36
met5: - / 0
-- cell families after synthesis --
| logic type | Yosys count | synth area share [%] |
|---|---|---|
| buffers and inverters | 13 | 3.19 |
| adder cells (fa/ha/maj) | 10 | 8.26 |
| AND-OR/OR-AND | 22 | 9.34 |
| XOR/XNOR | 2 | 1.09 |
| multiplexers | 1 | 0.623 |
| flip-flops | 35 | 63.6 |
| AND/OR/NAND/NOR | 47 | 13.9 |
-- cell usage in the layout (no fill, tap or decap), types with 3 or more instances in the layout --
cell and n:
clkbuf_8 6, nor3_1 4, o21ai_0 3, ha_1 9
nor2_1 6, edfxtp_1 31, a21oi_1 6, nand2_1 19
and2_1 8, nor2b_1 3, nand3_1 3, inv_1 10
buf_4 3, clkdlybuf4s50_1 17
-- through the flow --
stage	hold WS [ps]	util, %
after floorplan	316	-
after global placement	320	36.4
after detailed placement	324	36.4
after CTS	333	38.7
after global routing	337	38.7
final	331	38.7
-- how the worst min path moves through the flow --
stage / depth (start not counted) / endpoint / start
after CTS: 0 / PS[0] / NS[0]
final: 0 / PS[0] / NS[0]
after global routing: 0 / PS[0] / NS[0]
-- report_power, final --
group	total [uW]	leakage, uW	internal (uW)	switching, uW
registers	523	0.000361	515	8.12
clock network	400	0.0000612	252	148
logic	86.7	0.000370	44.6	42.1
total	1010	0.000792	811	198
-- layout make-up --
type,instances,area [um2]
multi-input cells,82,534
well taps,70,87.6
clock inverters,2,35.0
fillers,512,3150
repair buffers,20,193
inverters,10,37.5
flip-flops and latches,35,1020
clock buffers,6,82.6
No activity file was given, so power comes from the tool's default toggle rates.
